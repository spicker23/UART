[design.v]
module asynch_sender(
	input clk,
	input [7:0] data,
	input Start,
	output reg D
);
	parameter Idle = 3'b000;
	parameter StartBit = 3'b001;
	parameter DataBit = 3'b010;
	parameter StopBit = 3'b100;
	parameter Divider = 16'd5208;   
	reg [3:0] state, next_state;
	reg [3:0] bitCount;
	reg [15:0] tickCount;
	initial begin            
		state = Idle;
		next_state = Idle;
		bitCount = 4'b0000;
		tickCount = 0;
	end
	always @(posedge clk)
	begin
		state = next_state;
		case (state)
			Idle:
				begin
					D = 1'b1;
					if (Start == 1'b1)
						begin
							next_state = StartBit;
						end
						else begin
							next_state = state;
						end
				end
			StartBit:
				begin
					D = 1'b0;
					tickCount = tickCount + 1;
					if (tickCount == Divider)
					begin
						next_state = DataBit;
						tickCount = 0;
					end
					else next_state = state;
				end
			DataBit:
				begin
					tickCount = tickCount + 1;
					if (tickCount == Divider)
					begin
						tickCount = 0;
						bitCount = bitCount + 1;
						if (bitCount == 4'b1000)
							begin
								next_state = StopBit;
								bitCount = 4'b0000;
							end
					end
					else begin
						D = data[bitCount];
					end
				end
			StopBit:
				begin
					D = 1'b1;
					tickCount = tickCount + 1;
					if (tickCount == Divider)
					begin
						next_state = Idle;
						tickCount = 0;
					end else next_state = state;
				end
			default: next_state = Idle;
		endcase;
end
endmodule
[run.sh]
#!/bin/bash
# OpenROAD 26Q1-2900-gdf79404cd8, Yosys 0.63+post, stock flow scripts
make -C /OpenROAD-flow-scripts/flow DESIGN_CONFIG=/design/flow/config.mk WORK_HOME=/design/flow/orfs finish
[config.mk]
export PLATFORM = sky130hd
export DESIGN_NAME = asynch_sender
export DESIGN_NICKNAME = asynch_sender
export VERILOG_FILES = /design/flow/design.v
export SDC_FILE = /design/flow/constraint.sdc
export NUM_CORES = 4
export LEC_CHECK = 1
export CORE_AREA = 10 10 104 104
export DIE_AREA = 0 0 114 114
[constraint.sdc]
current_design asynch_sender

set clk_period 4.4
set clk_io_pct 0.2

create_clock -name clk0 -period $clk_period [get_ports {clk}]

set non_clock_inputs [all_inputs -no_clocks]
set_input_delay [expr $clk_period * $clk_io_pct] -clock clk0 $non_clock_inputs
set_output_delay [expr $clk_period * $clk_io_pct] -clock clk0 [all_outputs]
==> impl_metrics.tcl <==
# place-and-route summary
set metrics [dict create \
    status "completed" \
    utilization 0.2000 \
    start_kind "flop" \
    grt_max_degree 18 \
    grt_pass1_vias 984 \
    cts_root_buf "clkbuf_8" \
    cts_setup_buffers 0 \
    yosys.area.top_type "edfxtp_1" \
    worst_slew_pin_slew_ps 743.8 \
    grt_pass1_wl_um 4519 \
    max_freq_mhz 395.9 \
    p_per_area_mw_per_mm2 613.0 \
    maxCapViolCount 0 \
    p_leak_nw 0.5355 \
    yosysSeqAreaShare 0.4890 \
    critical_path_required_ps 4340 \
    numCtsBuffers 3 \
    dpl-instance-area_mm2 0.001690 \
    final_cell_mix "edfxtp_1, nor2_1, xor2_1, clkdlybuf4s50_1, nand2_1" \
    setup_viol 0 \
    path_buffers 0 \
    crit_path_max_incr_delay_ps 550 \
    antenna_found_initial 0 \
    rsz0062_at_grt "false" \
    vdd_drop_max_mv 0.2716 \
    synthCells 135 \
    finalSetupTns_ps 0 \
    clock_latency_ps 260 \
    finalWirelength_um 2665 \
    min_period_ps 2526 \
    die_x_um 114 \
    synth.avg_cell_area_um2 10.92 \
    edf_count 24 \
    remaining_drc_errors 0 \
    die_area_mm2 0.01300 \
    cts.clk_slew.worst_paths_ps 80 \
    reg2reg_depth 7 \
    end_kind "flop" \
    final_hold_viol_count 0 \
    io_buffers 10 \
    dr.first_iter.drc_count 72 \
    finalMaxSlewViolations 0 \
    yosysWarnings 1 \
    fin_skew_ps 4.230 \
    layout_top_cell "edfxtp_1" \
    diodes 0 \
    synth_top_flop_cell "edfxtp_1" \
    avgRoutedWirePerCell_um 10.53 \
    finalCritPeriodShare 0.5741 \
    log.warning_count 26 \
    die_h_um 114 \
    holdPathStages 1 \
    vias_per_cell 4.194 \
    grt_use_total 0.04046 \
    clock-sinks 24 \
    detail-route-antenna-nets 0 \
    post-dp-hpwl_um 1926 \
    yosys_area_mm2 0.001474 \
    syn_area_mm2 0.001474 \
    yosys-stat-cells 135 \
    route.vias.total 1061 \
    hp-class "flop to flop" \
    cts_resized 0 \
    row_count 34 \
    core_mm2 0.008678 \
    cts.htree.levels 1 \
    cts_buffer_depth 2 \
    first_pass_iters 4 \
    pin_count 11 \
    cp_slowest_cell "or4_4" \
    worst-path-stages 7 \
    syn_to_final_growth_pct 17.74 \
    ys.flops 24 \
    synthArstFlopShare 0 \
    slew_headroom 0.5041 \
    initCoreUtil 0.1698 \
    critical-path-top-delay-family "simple AND/OR/NAND/NOR gates" \
    cts_tree "built" \
    routabilityCongestion 0.8692 \
    worstPathCellList "ha_1 > nand2_1 > nor3_1 > o211ai_1 > nand2b_1 > or4_4 > a21oi_1" \
    hold_buffers 0 \
    top_area_frac 0.4890 \
    fin_area_mm2 0.001735 \
    synth.distinct_cells 36 \
    cp.arrival_ps 2470 \
    worstSetupPathType "flop to flop" \
    layout-drive-gt1-share 0.06897 \
    topCellsByArea "edfxtp_1, xor2_1, xnor2_1, nor2_1, mux4_2" \
    worstPathMaxFanout 5 \
    p_total_mw 1.064 \
    grt_overflow 0 \
]
## cells in the mapped netlist (3+ instances only)
master / number
a21oi_1: 6
nor4_1: 3
buf_2: 3
o21ai_0: 3
ha_1: 3
nor2_1: 13
nand2_1: 9
nand3_1: 7
nor3_1: 4
edfxtp_1: 24
and3_1: 4
xor2_1: 10
nand4_1: 5
nand2b_1: 4
nor3b_1: 3
xnor2_1: 8
## stage by stage
step | instances | hold WS (ps) | setup slack (ps)
after floorplan | 135 | 598.9 | 2100
after detailed placement | 249 | 630.0 | 1921
after CTS | 253 | 642.2 | 1886
after global placement | 249 | 623.0 | 1928
final | 253 | 635.9 | 1874
after global routing | 253 | 672.9 | 1658
## per-layer routing
| layer | up-vias | part of all wire | track usage |
|---|---|---|---|
| li1 | 525 | - | - |
| met1 | 509 | 0.49 | 0.05956 |
| met2 | 27 | 0.44 | 0.05809 |
| met3 | 0 | 0.068 | 0.01595 |
| met4 | 0 | 0 | 0.001671 |
| met5 | - | 0 | 0 |
## worst paths after layout
kind | start | to | slack, ps
worst max-delay path | tickCount[0] | next_state[2] | 1870
worst min-delay path | tickCount[0] | tickCount[0] | 640
worst max register to register | tickCount[0] | next_state[2] | 1870
worst min register to register | tickCount[0] | tickCount[0] | 640
## worst register-to-register path: stages, from the launching register on
cell and delay (ps):
edfxtp_1 410, ha_1 250, nand2_1 150, nor3_1 220
o211ai_1 170, nand2b_1 190, or4_4 550, a21oi_1 280
## layout make-up
class,count,area [um2]
Clock buffer,3,41.29
Clock inverter,1,3.754
Fill cell,965,6943
Inverter,2,7.507
Multi-Input combinational cell,105,726.9
Sequential cell,24,720.7
Tap cell,108,135.1
Timing Repair Buffer,10,100.1
## where the power goes
group / leakage, nW / internal, mW / switching [mW] / total [mW]
clock network: 0.0231 / 0.0623 / 0.0660 / 0.128
logic: 0.287 / 0.152 / 0.202 / 0.355
registers: 0.226 / 0.439 / 0.142 / 0.581
total: 0.535 / 0.654 / 0.410 / 1.06
## flip-flops by register name (all words and copies together) (netlist names)
register    cells
tickCount      16
bitCount        4
next_state      3
D               1
## kinds of logic (layout without fill, tap and decap cells)
logic type / count (synthesis) / count (layout) / share of synthesized area
xor gates and xnor gates: 18 / 18 / 0.1070
buffers and inverters: 6 / 16 / 0.01782
AOI/OAI and AO/OA: 20 / 20 / 0.09253
adders and majority gates: 3 / 3 / 0.02547
and+or+nand+nor: 60 / 60 / 0.2241
DFF: 24 / 24 / 0.4890
muxes: 4 / 4 / 0.04414
No activity file was given, so power comes from the tool's default toggle rates.
